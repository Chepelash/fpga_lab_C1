`/design/flow/design.v`:
```
interface avalon_mm_if #(
  parameter DWIDTH = 32,
  parameter NUM_REGS = 4
)(
  input clk_i
);
localparam AWIDTH = $clog2( NUM_REGS ) + 1;
logic              waitrequest;
logic [AWIDTH-1:0] address;
logic              write;
logic [DWIDTH-1:0] writedata;
logic              read;
logic [DWIDTH-1:0] readdata;
logic              readdatavalid;
modport slave (
  input address, 
  input write, 
  input writedata, 
  input read, 
  output waitrequest, 
  output readdata, 
  output readdatavalid
);
modport master ( 
  output address, 
  output write, 
  output writedata, 
  output read, 
  input  waitrequest, 
  input  readdata, 
  input  readdatavalid
);
endinterface
interface avalon_st_if #(
  parameter DWIDTH    = 64,
  parameter CHANNEL_WIDTH = 1  
)(
  input clk_i
);
localparam EMPTY_WIDTH   = $clog2( DWIDTH / 8 );
logic                     ready;
logic [DWIDTH-1:0]        data;
logic                     valid;
logic                     startofpacket;
logic                     endofpacket;
logic [EMPTY_WIDTH-1:0]   empty;
logic [CHANNEL_WIDTH-1:0] channel;
modport sink (
  input  data,
  input  valid, 
  input  startofpacket, 
  input  endofpacket, 
  input  empty,
  input  channel,
  output ready  
);
modport src (
  output data,
  output valid, 
  output startofpacket, 
  output endofpacket, 
  output empty,
  output channel,
  input  ready
);
endinterface
module fifo #(
  parameter DWIDTH = 8,
  parameter AWIDTH = 4,
  parameter SWIDTH = 1,
  parameter SHOWAHEAD = "ON" 
)(
  input                     clk_i,
  input                     srst_i,
  input                     rd_i,
  input                     wr_i,
  input        [DWIDTH-1:0] wrdata_i,
  input        [SWIDTH-1:0] shift_i,
  output logic              empty_o,
  output logic              full_o,
  output logic [DWIDTH-1:0] rddata_o
);
logic [AWIDTH-1:0] wrpntr;
logic [AWIDTH-1:0] wrpntr_next;
logic [AWIDTH-1:0] wrpntr_succ;
logic [AWIDTH-1:0] rdpntr;
logic [AWIDTH-1:0] rdpntr_next;
logic [AWIDTH-1:0] rdpntr_succ;
logic full;
logic full_next;
logic empty;
logic empty_next;
logic wren;
logic [AWIDTH-1:0] shift;
(* ramstyle = "M10K" *) logic [DWIDTH-1:0] mem [2**AWIDTH-1:0];
assign wren    = wr_i & ( ~full );
assign full_o  = full;
generate
  if( SHOWAHEAD == "ON" )
    assign empty_o = empty_next;
  else if( SHOWAHEAD == "OFF" )
    assign empty_o = empty;
endgenerate
always_comb
  begin
    shift = '0 + shift_i;
  end
generate
  if( SHOWAHEAD == "ON" )
    begin
      always_ff @( posedge clk_i )
        rddata_o <= mem[rdpntr_next];
    end
  else if( SHOWAHEAD == "OFF" )
    begin
      always_ff @( posedge clk_i )
        rddata_o <= mem[rdpntr];
    end  
endgenerate
always_ff @( posedge clk_i )
  begin
    if( wren )
      mem[wrpntr] <= wrdata_i;
  end
always_ff @( posedge clk_i )
  begin
    if( srst_i )
      begin
        wrpntr <= '0;
        rdpntr <= '0;
        full   <= '0;
        empty  <= '1;
      end
    else
      begin
        wrpntr <= wrpntr_next;
        rdpntr <= rdpntr_next;
        full   <= full_next;
        empty  <= empty_next;
      end
  end
always_comb
  begin
    wrpntr_succ = wrpntr + 1'b1;
    rdpntr_succ = rdpntr + shift;
    wrpntr_next = wrpntr;
    rdpntr_next = rdpntr;
    full_next   = full;
    empty_next  = empty;
    case ( {wr_i, rd_i} )
      2'b01: begin 
        if( ~empty )
          begin
            rdpntr_next = rdpntr_succ;
            full_next   = '0;
            if( rdpntr_succ == wrpntr )
              empty_next = '1;
          end
      end
      2'b10: begin 
        if( ~full )
          begin
            wrpntr_next = wrpntr_succ;
            empty_next  = '0;
            if( wrpntr_succ == rdpntr )
              full_next = '1;
          end
      end
      2'b11: begin
        wrpntr_next = wrpntr_succ;
        rdpntr_next = rdpntr_succ;
      end
      default: begin
      end
    endcase
  end
endmodule
```
`/design/flow/run.sh`:
```
#!/bin/bash
# OpenROAD 26Q1-2900-gdf79404cd8, Yosys 0.63+post, stock flow scripts
make -C /OpenROAD-flow-scripts/flow DESIGN_CONFIG=/design/flow/config.mk WORK_HOME=/design/flow/orfs finish
```
`/design/flow/config.mk`:
```
export PLATFORM = sky130hd
export DESIGN_NAME = fifo
export DESIGN_NICKNAME = fifo
export VERILOG_FILES = /design/flow/design.v
export SDC_FILE = /design/flow/constraint.sdc
export NUM_CORES = 4
export LEC_CHECK = 1
export CORE_UTILIZATION = 30
```
`/design/flow/constraint.sdc`:
```
current_design fifo

set clk_period 6.3
set clk_io_pct 0.2

create_clock -name clk0 -period $clk_period [get_ports {clk_i}]

set non_clock_inputs [all_inputs -no_clocks]
set_input_delay [expr $clk_period * $clk_io_pct] -clock clk0 $non_clock_inputs
set_output_delay [expr $clk_period * $clk_io_pct] -clock clk0 [all_outputs]
```
==> changes_impl.md <==
### Metrics

- Status: finished clean
- Setup TNS: 0 ns
- Largest net degree at the start of global routing: 35
- Initial drt markers: 279
- Max clock buf depth: 2
- Routability Congestion: 0.8488
- Non-Filler Instances: 736
- Synthesis Warnings: 1
- Clock Latency Late Sink: 0.42 ns
- Number of fill cells: 1800
- Vias: 3698
- RSZ-0062 raised after global routing: no
- Core ar.: 19720 um^2
- Cell Chain, Critical Path: clkdlybuf4s50_1 > inv_1 > ha_1 > inv_1 > nor4_1 > a32o_1 > clkdlybuf4s50_1
- Maximum VDD drop: about 0.18 mV
- Final Hold Vio Count: 0
- # Cells Yosys: 433
- Fraction of final layout cells sized beyond drive strength 1: 18.05%
- Global-route wire length before repair: between 20000 and 25000 um
- Pwr/cell area: 310.0 nW/um^2
- Maxcap violations: 0
- Crit-path max cell delay: 0.46 ns
- Post-synth ARST share: 0%
- Setup Fix Bufs, Post-CTS: 0
- Number of library cell types mapped by synthesis: 44
- FF+latch area: about 4200 um^2
- Pre-Repair DR Iteration Count: 4
- Clock Skew: around 0.011 ns
- Cell family with most CP delay: buffers and inverters
- Relative slew slack: 46.36%
- Design area: about 7000 um^2
- Setup crit end kind: primary output
- GRT Util Overall: 14.32%
- Tcrit/Tclk final: 73.03%
- Wirelength per Cell: 18.39 um
- Cell Area, Synth: 6125 um^2
- Num CTS Buffers: 17
- Floorplan Utilization: roughly 31%
- Die footprint: 20990 um^2
- Die Width: roughly 140 um
- Most frequent cell after synthesis: edfxtp_1
- Initial antenna violation count: 0
- Vias in the first global route: 3713
- Synth Flop Type: edfxtp_1
- Crit Path Max Fanout: 10
- Placed cell area: 6635 um^2
- Cell accounting for the most synthesized area: edfxtp_1
- CP max-delay cell: clkdlybuf4s50_1
- # setup viols final: 0
- Mean Syn Cell Area: 14.14 um^2
- Startpoint types: input port
- MI comb area: 1808 um^2
- Syn Inst Count: roughly 430
- Leak pwr: 2.373 nW
- Crit path kind: input port to primary output
- Worst-margin pin slew: 0.8021 ns
- Std-Cell Rows: 51
- Die Ht: 144.9 um
- Top cell type's share of synthesized area: 62.76%
- Root Driver: clkbuf_16
- P&R area growth vs syn: 17.61%
- Port Buffer Count: 22
- Critical path arrival: 3.34 ns
- Half-perimeter wire length after placement: 8582 um
- Antenna cell count: 0
- CP Data Required Time: around 5.0 ns
- Antenna viol nets, final: 0
- PostCTS Resize Cnt: 0
- Via density per instance: 5.024
- Most common library cells after synthesis: edfxtp_1 (128), nand3_1 (66), o21ai_0 (34), mux2_2 (32)
- Tool warnings: 30
- Top cells, area: edfxtp_1 (63%), dfxtp_1 (5.9%), mux2_2 (5.9%)
- CTS HTree Levels: 4
- Hold buffer count at CTS: 0
- Number of enable flip-flop cells: 128
- Hold Path Class: flop to flop
- Clock Sinks: 146
- Register share after synthesis: 68.64%
- Clk pin slew, worst setup/hold paths: 0.06 ns
- Grt ovf: 0
- Overall routed net length: ~14000 um
- Final Max Tran Viols: 0
- Residual DRC: 0
- YS chip area: about 6000 um^2
- Synth flops: 146
- Ports: 23
- # placed instances: 704
- Fmax: 217.4 MHz
- Buf+Inv Stages, Crit Path: 4
- Min Clock Period, post-route: roughly 4.6 ns
- CTS tree: yes
==> sequential cells by signal, indices dropped and copies added (netlist names) <==
signal    flops
empty         1
full          1
mem         128
rddata_o      8
rdpntr        4
wrpntr        4
==> power breakdown <==
part           switching (mW)  internal (mW)
sequential             0.0127           1.08
clock                   0.428          0.523
combinational           0.107         0.0841
==> routing by layer <==
metal  track usage [%]  share of wire, %  vias up
li1                  -                 -     1725
met1             19.46                43     1803
met2             21.81                45      153
met3             7.136                10       15
met4             1.551               1.1        2
met5             2.005              0.38        -
==> placed cells by master (no fill, tap or decap), types with 6 or more instances in the layout <==
master / instances
a41oi_1: 9
and2_1: 18
buf_4: 6
clkbuf_16: 17
clkdlybuf4s50_1: 22
dfxtp_1: 18
edfxtp_1: 128
ha_1: 9
inv_1: 7
mux2_2: 32
nand2_1: 6
nand3_1: 66
nor2_1: 12
nor3_1: 7
o21ai_0: 34
o22ai_1: 17
xor2_1: 7
==> stage by stage <==
stage / hold slack, ns / worst slack [ns] / util (%) / total power [mW]
after floorplan: 0.5707 / 2.817 / - / 1.215
after global placement: 0.6345 / 1.691 / 33.65 / 1.301
after detailed placement: 0.6416 / 1.697 / 33.65 / 1.303
after CTS: 0.6599 / 1.690 / 36.53 / 2.248
after global routing: 0.6872 / 1.520 / 36.53 / 2.310
final: 0.6553 / 1.699 / 36.53 / 2.233
==> area by class of cell <==
type | instances | area share (%)
clock buffers | 17 | 5.906
clock inverters | 15 | 1.980
inverters | 7 | 0.3648
multi-input cells | 258 | 25.10
flip-flops and latches | 146 | 58.36
well taps | 265 | 4.603
repair buffers | 28 | 3.682
==> worst paths after layout <==
path	startpoint	to	slack, ns	cells after the start
worst max register to register	rdpntr[0]	rddata_o[3]	3.37	8
worst max-delay path	wr_i	empty_o	1.70	7
worst min-delay path	wrpntr[3]	wrpntr[3]	0.66	2
worst min register to register	wrpntr[3]	wrpntr[3]	0.66	2
==> logic make-up after synthesis <==
logic type                 share of synthesized area (%)
xor gates and xnor gates                           1.573
adders and majority gates                          1.839
muxes                                              6.456
DFF                                                68.64
buffers and inverters                              1.900
and+or+nand+nor                                    11.46
AOI/OAI and AO/OA                                  8.131
==> worst reg2reg max path: cells and delay by family, from the launching register on <==
kind	cells	cell delay, ns
adders and majority gates	2	0.47
muxes	1	0.29
DFF	1	0.43
and+or+nand+nor	3	0.80
AOI/OAI and AO/OA	2	0.80
Power is estimated from default activity; no workload was simulated.
